[design.v]
module regs#(parameter DATASIZE = 8) (main_enable, clk, rst, instr, data_in, out_A, out_B);
input main_enable;
input clk;
input rst;
input [7:0] data_in;
input [7:0] instr;
output reg [DATASIZE - 1: 0] out_A;
output reg [DATASIZE - 1: 0] out_B;
reg [7:0] registers [1:0];
always @(posedge clk) begin
    if (rst) begin   
        registers[0] <= 0;
        registers[1] <= 0;
        out_A <= 0;
        out_B <= 0;
    end
    if (main_enable) begin   
        case (instr[7:5])
            0:  begin  
                    if (instr[4] == instr[3]) begin  
                        out_A <= registers[0];        
                        out_B <= registers[1];        
                        if (instr[2] == 0) begin       
                            registers[0] <= data_in[3:0];  
                        end else begin
                            registers[1] <= data_in[3:0];
                        end
                    end else begin
                        if (instr[4] == 0) begin   
                            out_A <= registers[0];  
                        end else begin
                            out_A <= registers[1];
                        end
                        if (instr[3] == 0) begin
                            out_B <= registers[0];
                        end else begin
                            out_B <= registers[1];
                        end
                        if (instr[2] == 0) begin       
                            registers[0] <= data_in[3:0];    
                        end else begin
                            registers[1] <= data_in[3:0];
                        end
                    end
                end
            6:  begin  
                    if (data_in[4] == 0) begin         
                        registers [0] <= data_in[3:0];  
                    end else begin
                        registers [1] <= data_in[3:0];
                    end
                end
            default: begin registers [0] <= 0; registers [1] <= 0; end  
        endcase
    end
end
endmodule
[run.sh]
#!/bin/bash
# OpenROAD 26Q1-2900-gdf79404cd8, Yosys 0.63+post, stock flow scripts
make -C /OpenROAD-flow-scripts/flow DESIGN_CONFIG=/design/flow/config.mk WORK_HOME=/design/flow/orfs finish
[config.mk]
export PLATFORM = sky130hd
export DESIGN_NAME = regs
export DESIGN_NICKNAME = regs
export VERILOG_FILES = /design/flow/design.v
export SDC_FILE = /design/flow/constraint.sdc
export NUM_CORES = 4
export LEC_CHECK = 1
export CORE_AREA = 10 10 106 106
export DIE_AREA = 0 0 116 116
[constraint.sdc]
current_design regs

set clk_period 5.4
set clk_io_pct 0.2

create_clock -name clk0 -period $clk_period [get_ports {clk}]

set non_clock_inputs [all_inputs -no_clocks]
set_input_delay [expr $clk_period * $clk_io_pct] -clock clk0 $non_clock_inputs
set_output_delay [expr $clk_period * $clk_io_pct] -clock clk0 [all_outputs]
==> metrics.yaml <==
synthesis:
  ys_types: 26
  synth-edff-count: 0
  top_area_frac: 0.392
  synth_area_per_cell_um2: 10.5
  top_area_cell: "dfxtp_1"
  yosys-stat-cells: 156
  ys_seq_share: 0.392
  netlist_top_cells_area: "dfxtp_1 (39%), mux2i_1 (9.8%), nand3b_2 (9.6%), o21ai_2 (8.6%), nand2b_1 (5.0%)"
  yosysWarnings: 2
  syn_inst: 156
  yosysChipArea_um2: 1640
  ys_ff: 32
  ys_async_sr_fraction: 0
  ff_type: "dfxtp_1"
  syn-cell-area_um2: 1640
placed_design:
  place_ws_ps: 2170
  portBuffers: 29
  routabilityCongestion: 0.761
  place_area_um2: 2010
sta:
  timing.final.crit_period_ps: 2920
  period_used_share: 0.540
  setup_violations: 0
  fin_ws_ps: 2480
  worst-slew-pin-transition_ps: 555
  maxSlewViolCount: 0
  hold_violations: 0
  fmax_ghz: 0.343
  slew_headroom: 0.630
  finalSetupTns_ps: 0
  rsz0062_at_grt: "false"
  worst_clock_skew_ps: 6.34
setup_path:
  end_kind: "register"
  worst-path-buf-inv: 2
  cp_data_arrival_time_ps: 3150
  cp_top_family: "buffers and inverters"
  path_max_fanout: 34
  setup.worst_path.class: "primary input to register"
  worst_ep_required_time_ps: 5630
  cp-start-kind: "primary input"
  slowest_stage: "clkdlybuf4s50_1"
  worstPathCellList: "clkdlybuf4s50_1, or4b_2, buf_4, nor2_4, a221o_1"
  slowest_delay_ps: 760
grt:
  grt_pass1_vias: 1143
  antenna_found_initial: 0
  gr-total-overflow: 0
  grt_pass1_wl_um: 5860
  track_usage: 0.0535
  grt_max_degree: 35
die:
  ios: 35
  core_area_um2: 8850
  die_h_um: 116
  die_w_um: 116
  rows: 34
  dieArea_um2: 13500
  fp-utilization: 0.185
cells_and_area:
  final_cell_mix: "dfxtp_1 (32), clkdlybuf4s50_1 (29), mux2i_1 (16), o21ai_2 (16), a21oi_1 (16)"
  layout_top_cell: "dfxtp_1"
  fin_util: 0.236
  syn2layout_area_growth_pct: 27.8
  fillers: 934
  drive_gt1_frac: 0.261
  final_area_um2: 2090
clocking:
  cts_setup_buffers: 0
  cts_tree: "built"
  htreeDepth: 2
  cts_buffers: 5
  insertion_delay_ps: 280
  clk_path_buf_depth: 2
  root_buffer: "clkbuf_8"
  cts_hold_buf: 0
  ctsResizeCount: 0
  cts_num_sinks: 32
  path_clk_slew_ps: 70
min_path:
  min_path_type: "register to register"
drt:
  wire_per_inst_um: 12.5
  finalWirelength_um: 3640
  drtIter0Drc: 46
  viasPerCell: 4.16
  drc: 0
  antenna_cells: 0
  drtPass1Iterations: 4
  num_vias: 1215
  drtAntennaViolNets: 0
power:
  p_leak_uw: 0.000778
  powerDensity_nw_per_um2: 219
  ir_drop_mv: 0.0874
flow_run:
  log.warning_count: 30
  cap_violations: 0
outcome:
  status: "completed"
-- stage by stage --
stage | power [µW] | hold slack (ps) | std cells
2_1_floorplan | 273 | 438 | 156
3_3_place_gp | 292 | 450 | 285
3_5_place_dp | 293 | 454 | 285
4_1_cts | 462 | 468 | 292
5_1_grt | 477 | 492 | 292
6_report | 457 | 465 | 292
-- cells by family after synthesis --
logic type / share of synthesized area
multiplexers: 0.0979
AND-OR/OR-AND: 0.204
buffers and inverters: 0.0459
AND/OR/NAND/NOR: 0.261
flip-flops: 0.392
-- final timing paths --
path	slack (ps)	endpoint	depth (start not counted)	start
setup / recovery	2480	registers[0][2]	5	main_enable
hold / removal	470	registers[0][7]	2	registers[0][7]
setup reg to reg	4240	registers[1][2]	3	registers[1][2]
hold reg to reg	470	registers[0][7]	2	registers[0][7]
-- synthesized netlist by cell type, types with 4 or more instances --
| cell type | instances |
|---|---|
| dfxtp_1 | 32 |
| a21oi_1 | 16 |
| mux2i_1 | 16 |
| o21ai_2 | 16 |
| nand3b_2 | 14 |
| nand2b_1 | 13 |
| a221o_1 | 8 |
| nand3b_1 | 6 |
| clkbuf_1 | 5 |
| buf_6 | 4 |
| nand2_1 | 4 |
| or3b_2 | 4 |
-- area by class of cell --
cell class / count / area, µm² / area share
multi-input combinational: 112 / 920 / 0.440
timing repair buffer: 32 / 313 / 0.150
clock inverter: 1 / 5.00 / 0.00240
clock buffer: 6 / 72.6 / 0.0347
tap: 108 / 135 / 0.0647
inverter: 1 / 3.75 / 0.00180
sequential: 32 / 641 / 0.307
-- metal layers --
metal / share of wire / global-route usage
met1: 0.49 / 0.0769
met2: 0.38 / 0.0702
met3: 0.10 / 0.0241
met4: 0.029 / 0.0150
met5: 0 / 0
-- worst register-to-register path, stage by stage, from the launching register on --
cell,delay [ps]
dfxtp_1,370
or3b_2,450
a21oi_1,160
a221o_1,130
-- sequential cells by signal (all words and copies together) (netlist names) --
register,cells
registers,16
out_A,8
out_B,8
-- power breakdown --
part / switching (µW) / internal (µW)
Sequential: 2.01 / 238
Combinational: 23.5 / 23.2
Clock: 82.3 / 87.4
Power figures rest on the tool's default switching activity, not on a simulated workload.
