## /design/flow/design.v

```verilog
module hardware#(parameter DATASIZE = 8) (clk, instr, regA, regB, main_enable, to_reg, to_leds);
input clk;
input [7:0] instr;
input [DATASIZE - 1:0] regA;
input [DATASIZE - 1:0] regB;
input main_enable;
output reg [7:0]to_reg;
output reg [7:0]to_leds;
reg [7:0]enable;
always @(posedge clk) begin
    case (instr[7:5])
        0: enable <= 8'b00000001;
        1: enable <= 8'b00000010;
        2: enable <= 8'b00000100;
        3: enable <= 8'b00001000;
        4: enable <= 8'b00010000;
        5: enable <= 8'b00100000;
        6: enable <= 8'b01000000;
        7: enable <= 8'b10000000;
        default: enable = 0;
    endcase
    if (enable[0] == 1) begin
        to_reg = regA + regB;
    end
    if (enable[6] == 1) begin
        to_reg = {3'b0,instr[4:0]};
    end
end
endmodule
```

## /design/flow/run.sh

```bash
#!/bin/bash
# OpenROAD 26Q1-2900-gdf79404cd8, Yosys 0.63+post, stock flow scripts
make -C /OpenROAD-flow-scripts/flow DESIGN_CONFIG=/design/flow/config.mk WORK_HOME=/design/flow/orfs finish
```

## /design/flow/config.mk

```make
export PLATFORM = sky130hd
export DESIGN_NAME = hardware
export DESIGN_NICKNAME = hardware
export VERILOG_FILES = /design/flow/design.v
export SDC_FILE = /design/flow/constraint.sdc
export NUM_CORES = 4
export LEC_CHECK = 1
export CORE_AREA = 10 10 73 73
export DIE_AREA = 0 0 83 83
```

## /design/flow/constraint.sdc

```tcl
current_design hardware

set clk_period 4.3
set clk_io_pct 0.2

create_clock -name clk0 -period $clk_period [get_ports {clk}]

set non_clock_inputs [all_inputs -no_clocks]
set_input_delay [expr $clk_period * $clk_io_pct] -clock clk0 $non_clock_inputs
set_output_delay [expr $clk_period * $clk_io_pct] -clock clk0 [all_outputs]
```

==> impl_metrics.toml <==
# generated from flow reports
[status]
status = "finished, final reports clean"

[yosys]
avgSynthCellArea_um2 = 9.06
ys_warn_count = 9
ys_area_um2 = 724
yosysUniqueCellTypes = 30
postSynthCellCount = 80
netlist_area_um2 = 724
ys_ff = 8
ys_seq_share_pct = 29.0
yosysCellCount = 80

[power_and_ir_drop]
power_frac_seq_pct = 34.4
powerDensity_nw_per_um2 = 265
peakVddDrop_mv = 0.209
clkPwrFrac_pct = 31.1
combPwrFrac_pct = 34.5
power_leakage_nw = 0.430
sw_frac_of_total_pct = 23.5
power.switching_w = 0.0000687
fin_total_pwr_w = 0.000293
intPower_w = 0.000224

[timing]
setup_ws_ps = 1620
fin_worst_skew_ps = 0
fmax_mhz = 374
rsz0062_at_grt = "no"
timing_hold_violations_final = 0
slew_viol_final = 0
setup_viol = 0
finalCriticalPeriod_ps = 2680
tns_ps = 0
finalClockPeriodUsage_pct = 62.2

[clocking]
clk_latency_ps = 220
cts_buffers = 3
cts_resized = 0
path_clk_slew_ps = 40
cts_setup_buffers = 0
cts_sinks = 8
cts_tree = "yes"
cts_root_buf = "clkbuf_8"
cts.htree.levels = 1
clk_path_buf_depth = 2
ctsHoldBuffers = 0

[floorplan]
die-area_um2 = 6890
die_w_um = 83
core_um2 = 3740
rows = 22
die_h_um = 83
initial_core_util_pct = 19.4
ios = 42

[setup_path]
path_max_fanout = 3
path_class = "in -> reg"
cp.depth = 9
r2r_end = "to_reg[6]$_SDFFE_PP0P_"
timing.rr.start = "to_reg[6]$_SDFFE_PP0P_"
crit_end = "to_reg[6]$_SDFFE_PP0P_"
cp_data_required_time_ps = 4400
worst_path_largest_cell_delay_ps = 460
crit_path_end_kind = "register"
cp.buffers_inverters = 2
ff2ff_path_depth = 2
r2r_setup_slack_ps = 3680
crit_start = "regA[0]"
crit_chain = "clkdlybuf4s50_1 > ha_1 > inv_1 > fa_1 > nor2b_1 > o31ai_1 > a21oi_1 > mux2i_1 > o211ai_1"
start_kind = "input port"
cp.arrival_ps = 2770
crit_slowest_cell = "clkdlybuf4s50_1"
critPathTopFamily = "adder cells"

[worst_hold_path]
hold_start = "to_reg[7]$_SDFFE_PP0P_"
min_path_type = "reg -> reg"

[routing]
n_antenna_cell = 0
drt_iter0_markers = 24
vias = 636
via_per_inst = 3.95
wl_per_cell_um = 11.3
drt-pass1-iter-count = 4
drt-total-wl_um = 1820
drc = 0
antenna_left = 0

[final_layout]
post-route-cell-area_um2 = 1110
syn2layout_area_growth_pct = 52.7
drive_above_1_share_pct = 7.08
largest_register_ffs = 8

[grt]
grt_pass1_vias = 632
antenna_found_initial = 0
grt_max_degree = 10
track_usage_pct = 4.94
grt.overflow.total = 0
grt_pass1_wl_um = 2950

[placed_design]
dpl.hpwl_um = 1640
dpl_cell_area_um2 = 1060
portBuffers = 32
dpl_worst_slack_ps = 1400
gp_congestion = 0.776

[job]
drv_cap = 0
tool_warnings = 26
## kinds of logic after synthesis
kind of cell	count (synthesis)	synth area share, %
simple gates	18	12.6
buf+inv	14	11.7
flops	8	29.0
fa+ha+maj	8	14.9
other cells	1	0.518
compound gates	23	21.1
mux	2	2.94
xor+xnor	6	7.25
## stage by stage
| stage | util (%) | hold WS (ps) | instances |
|---|---|---|---|
| floorplan | - | 425 | 87 |
| global placement | 28.3 | 461 | 157 |
| detailed placement | 28.3 | 481 | 157 |
| CTS | 29.5 | 493 | 161 |
| global route | 29.5 | 530 | 161 |
| finish | 29.5 | 484 | 161 |
## synth_stat cells
cell / instances / area, um2
o21a_1: 1 / 7.51
a211oi_2: 2 / 25.0
nor4_1: 1 / 6.26
ha_1: 7 / 87.6
buf_4: 8 / 60.1
fa_1: 1 / 20.0
buf_2: 2 / 10.0
edfxtp_1: 5 / 150
conb_1: 1 / 3.75
or3_1: 1 / 6.26
dfxtp_1: 3 / 60.1
o31ai_1: 1 / 7.51
nor2_1: 8 / 30.0
nand2_1: 3 / 11.3
mux2i_1: 1 / 10.0
o21ai_1: 1 / 5.00
a21o_1: 1 / 7.51
inv_1: 4 / 15.0
nor2b_1: 2 / 12.5
xnor2_1: 2 / 17.5
nand3b_1: 1 / 7.51
o211ai_1: 1 / 7.51
nor4b_1: 2 / 17.5
a21oi_1: 7 / 35.0
mux2_2: 1 / 11.3
o21ai_2: 1 / 8.76
a31o_2: 1 / 8.76
o21bai_1: 2 / 15.0
o21ai_0: 5 / 25.0
xor2_1: 4 / 35.0
## cell type report
type / count / area, um2
Fill cell: 413 / 2640
Inverter: 4 / 15.0
Clock buffer: 4 / 45.0
Timing Repair Buffer: 32 / 320
Multi-Input combinational cell: 65 / 455
Sequential cell: 8 / 210
Tap cell: 48 / 60.1
## power groups by stage
| stage | clock network, W | logic (W) | registers (W) |
|---|---|---|---|
| CTS | 0.0000931 | 0.000104 | 0.000101 |
| global route | 0.0000969 | 0.000113 | 0.000102 |
| finish | 0.0000911 | 0.000101 | 0.000100 |
## metal layers
metal  vias to the layer above  track usage [%]  routed length [um]
met5                         -                0                   0
met4                         0            0.154                   0
met3                         0             2.56                 184
met2                        34             6.98                 737
met1                       265             6.86                 901
li1                        337                -                   -
## tightest hold or removal path, delay by kind of cell, from the launching register on
kind	cells	cell delay, ps
flops	1	300
compound gates	2	130
## layout by cell type, fill, tap and decap left out, drive strengths merged
| cell type | synthesis | routed |
|---|---|---|
| a211oi | 2 | 2 |
| a21o | 1 | 1 |
| a21oi | 7 | 7 |
| a31o | 1 | 1 |
| clkbuf | 0 | 4 |
| clkdlybuf4s50 | 0 | 32 |
| conb | 1 | 8 |
| dfxtp | 3 | 3 |
| edfxtp | 5 | 5 |
| fa | 1 | 1 |
| ha | 7 | 7 |
| inv | 4 | 4 |
| mux2 | 1 | 1 |
| mux2i | 1 | 1 |
| nand2 | 3 | 3 |
| nand3b | 1 | 1 |
| nor2 | 8 | 8 |
| nor2b | 2 | 2 |
| nor4 | 1 | 1 |
| nor4b | 2 | 2 |
| o211ai | 1 | 1 |
| o21a | 1 | 1 |
| o21ai | 7 | 7 |
| o21bai | 2 | 2 |
| o31ai | 1 | 1 |
| or3 | 1 | 1 |
| xnor2 | 2 | 2 |
| xor2 | 4 | 4 |
## worst min-delay path by stage
stage / to / cells past startpoint
global route: to_reg[6]$_SDFFE_PP0P_ / 2
finish: to_reg[7]$_SDFFE_PP0P_ / 2
CTS: to_reg[7]$_SDFFE_PP0P_ / 2
Power figures rest on the tool's default switching activity, not on a simulated workload.
